==> ./run.sh <==
#!/bin/bash
# OpenROAD 26Q1-2900-gdf79404cd8, Yosys 0.63+post, stock flow scripts
make -C /OpenROAD-flow-scripts/flow DESIGN_CONFIG=/design/flow/config.mk WORK_HOME=/design/flow/orfs finish
==> ./constraint.sdc <==
current_design pe

set clk_period 16.4
set clk_io_pct 0.2

create_clock -name clk0 -period $clk_period [get_ports {w_clk}]

set non_clock_inputs [all_inputs -no_clocks]
set_input_delay [expr $clk_period * $clk_io_pct] -clock clk0 $non_clock_inputs
set_output_delay [expr $clk_period * $clk_io_pct] -clock clk0 [all_outputs]
==> ./design.v <==
module pe #(
    parameter WIDTH = 16                       
) (
    input wire w_clk,                          
    input wire w_rst_n,                        
    input wire w_ready,                        
    input wire w_rw,                           
    input wire [WIDTH-1:0] w_weight,           
    input wire [WIDTH-1:0] w_input,            
    output reg [2*WIDTH-1:0] w_output          
);
  reg [WIDTH-1:0] r_weight;                    
  reg [2*WIDTH-1:0] r_scratch;                 
  reg r_phase;                                 
  always @(posedge w_clk or negedge w_rst_n) begin
    if (!w_rst_n) begin
      r_weight <= {WIDTH{1'b0}};
      r_scratch <= {2*WIDTH{1'b0}};
      r_phase <= 1'b0;  
    end else if (w_ready) begin
      if (!w_rw) begin
        r_weight <= w_weight;
        r_phase <= 1'b1;  
      end else if (r_phase) begin
        if (r_weight != 0 && w_input != 0) begin
          r_scratch <= r_scratch + (r_weight * w_input);
        end
      end
    end
  end
  always @(posedge w_clk) begin
    if (!w_rw) begin
      w_output <= r_scratch;
    end
  end
endmodule
==> ./config.mk <==
export PLATFORM = sky130hd
export DESIGN_NAME = pe
export DESIGN_NICKNAME = pe
export VERILOG_FILES = /design/flow/design.v
export SDC_FILE = /design/flow/constraint.sdc
export NUM_CORES = 4
export LEC_CHECK = 1
export CORE_UTILIZATION = 50
export SYNTH_HDL_FRONTEND = slang
==> impl_metrics.tcl <==
# flow metrics
set metrics [dict create \
    grt_pass1_vias 9437 \
    diodes 0 \
    grt_usage 0.277 \
    cp.required_ns 16.61 \
    drive_above_1_share 0.0443 \
    ff_type "dfrtp_1" \
    tritoncts "yes" \
    yosys.area_share.simple 0.142 \
    crit_fanout 17 \
    fin_crit_ns 9.44 \
    post-cts-setup-buffers 0 \
    yosysWarnings 0 \
    final_cell_mix "inv_1 (329), fa_1 (225), nand2_1 (182), and2_1 (115), ha_1 (99)" \
    drtIter0Drc 337 \
    drv_cap 0 \
    die_h_um 160 \
    gp_congestion 0.913 \
    start_kind "primary input" \
    dp_slack_ns 6.64 \
    cts_buffer_depth 2 \
    fin_crit_sh 0.576 \
    synthAoiAreaFrac 0.0651 \
    cts.clk_slew.worst_paths_ns 0.08 \
    maxSlewViolCount 0 \
    io_buffers 67 \
    hold_class "reg -> reg" \
    cp-end-kind "flip-flop" \
    ant_nets 0 \
    vias 8698 \
    adder_share 0.461 \
    synthArstFlopShare 0.605 \
    ys_top_logic_family "adder cells" \
    cts_resized 0 \
    layout_top_cell "inv_1" \
    clock_latency_ns 0.36 \
    fin_util 0.560 \
    outcome "completed" \
    arrival_ns 9.65 \
    worst_pin_slew_ns 0.857 \
    cts-hold-fix-buffers 0 \
    grt_pass1_wl_um 50400 \
    yosysUniqueCellTypes 58 \
    path_class "in -> reg" \
    dieWidth_um 160 \
    ys.flops 81 \
    routedWlPerCell_um 18.0 \
    synthMuxAreaShare 0.0181 \
    clock_sinks 81 \
    xor_share 0.0190 \
    slew_headroom 0.427 \
    drt_wl_total_um 30100 \
    hpwl_um 23700 \
    drc 0 \
    syn_inst 1317 \
    fmax_mhz 106 \
    postPlaceCellArea_sq_um 13400 \
    warnings 25 \
    fin_area_sq_um 13700 \
    yosys_cells 1317 \
    area_growth_pct 9.70 \
    overflow 0 \
    cts-root-buf "clkbuf_16" \
    cts_max_level 3 \
    avgViaCountPerCell 5.18 \
    final.setup.worst_slack_ns 6.96 \
    rsz0062_at_grt "no" \
    ys_seq_share 0.176 \
    syn_area_sq_um 12500 \
    synth.avg_cell_area_sq_um 9.46 \
    rows 57 \
    die-area_sq_um 25600 \
    hold_violations 0 \
    fin_tns_setup_ns 0 \
    dr.pass1.iters 5 \
    edf_count 32 \
    core_region_area_sq_um 24400 \
    io_pins 68 \
    initial_utilization 0.511 \
    setup_violations 0 \
    skew_ns 0.0143 \
    yosys-stat-area_sq_um 12500 \
    cts_buffers 9 \
    grt_max_degree 63 \
    antenna_found_initial 0 \
]
[stage by stage]
step / instances / hold slack [ns]
2_1_floorplan: 1317 / 0.432
3_3_place_gp: 1662 / 0.451
3_5_place_dp: 1662 / 0.455
4_1_cts: 1678 / 0.474
5_1_grt: 1678 / 0.490
6_report: 1678 / 0.471
[cell usage after synthesis, drive strengths merged (4+ instances only)]
master	count	area [sq um]
a21oi	24	128
o211ai	5	37.5
nor4	8	50.1
nand3	11	60.1
buf	8	57.6
mux2	20	225
a31oi	6	37.5
and3	8	50.1
and2	115	719
ha	99	1240
a211oi	4	30.0
clkbuf	48	203
xor2	12	105
xnor2	15	131
o21bai	4	30.0
nor2	12	45.0
a21o	20	151
edfxtp	32	961
nand2	182	683
fa	225	4500
o31ai	4	30.0
dfrtp	49	1230
nand4	8	50.1
o21ai	33	169
inv	329	1230
nor2b	4	25.0
[area by class of cell]
cell class	instances	area [sq um]
Inverter	329	1230
Clock buffer	9	225
Tap cell	324	405
Multi-Input combinational cell	851	8780
Sequential cell	81	2190
Timing Repair Buffer	77	741
Clock inverter	7	95.1
Fill cell	2169	10700
[worst max-delay path, stage by stage]
cell and delay, ns:
clkdlybuf4s50_1 0.98, nand2_1 0.19, fa_1 0.57, inv_1 0.05
fa_1 0.48, fa_1 0.59, fa_1 0.48, fa_1 0.51
inv_1 0.05, fa_1 0.49, inv_1 0.05, ha_1 0.37
a21o_1 0.22, a21o_1 0.17, a221oi_1 0.51, nor2_1 0.08
a211oi_1 0.27, xor2_1 0.19, o21ai_0 0.10
[worst paths after layout]
check	startpoint	slack [ns]	cells past startpoint	endpoint
max	w_input[7]	6.96	19	r_scratch[26]
max in group asynchronous	w_rst_n	12.62	2	r_weight[11]
max reg2reg	r_weight[12]	10.06	18	r_scratch[26]
min	r_phase	0.47	1	r_phase
min reg2reg	r_phase	0.47	1	r_phase
min in group asynchronous	w_rst_n	2.89	1	r_scratch[1]
[sequential cells by signal (all words and copies together), names as in the netlist]
name / flops
w_output: 32
r_scratch: 32
r_phase: 1
r_weight: 16
[metal layers]
layer / routed length, um / global-route usage / vias to the layer above
met3: 3590 / 0.142 / 39
met1: 12900 / 0.427 / 4244
met2: 13100 / 0.384 / 382
li1: - / - / 4031
met5: 58 / 0.0170 / -
met4: 470 / 0.0368 / 2
[logic make-up (layout without fill, tap and decap cells)]
group                    after synthesis  in the layout
AND/OR/NAND/NOR                      360            360
buffers and inverters                385            422
multiplexers                          20             20
XOR/XNOR                              27             27
adder cells (fa/ha/maj)              324            324
AND-OR/OR-AND                        120            120
flip-flops                            81             81
