File: design.v
module weight_stationary_arbiter #(
    parameter NUM_CORES = 4
) (
    input wire clk,
    input wire reset,
    input wire [NUM_CORES-1:0] req_w,
    output reg [NUM_CORES-1:0] grant,
    output reg [5:0] burst,     
    output reg add_en,          
    output reg unload_en,       
    output reg rw,
    output reg [5:0] addr
);
    localparam RESET = 3'd0;
    localparam WAIT = 3'd1;
    localparam ARBITRATE = 3'd2;
    localparam TRANSFER = 3'd3;
    reg [2:0] state, next_state;
    reg [NUM_CORES-1:0] req_reg;
    reg [NUM_CORES-1:0] L;      
    reg [5:0] Q;               
    reg [5:0] M, N;            
    function [1:0] find_msb;
        input [NUM_CORES-1:0] value;
        integer i;
        begin
            find_msb = 0;
            for (i = NUM_CORES-1; i >= 0; i = i - 1) begin
                if (value[i]) begin
                    find_msb = i[1:0];
                    break;
                end
            end
        end
    endfunction
    always @(posedge clk or posedge reset) begin
        if (reset) begin
            state <= RESET;
            req_reg <= 0;
            L <= 0;
            grant <= 0;
            burst <= 'z;
            add_en <= 0;
            unload_en <= 0;
            rw <= 'z;
            addr <= 'z;
            Q <= 0;
        end else begin
            case (state)
                RESET: begin
                    L <= 0;
                    grant <= 0;
                    burst <= 'z;
                    rw <= 'z;
                    addr <= 'z;
                    state <= WAIT;
                end
                WAIT: begin
                    L <= L;
                    grant <= 0;
                    burst <= 'z;
                    rw <= 'z;
                    addr <= 'z;
                    req_reg <= req_w;
                    if (req_w != 0)
                        state <= ARBITRATE;
                end
                ARBITRATE: begin
                    case (Q)
                        0: begin   
                            L <= L;
                            grant <= 0;
                            burst <= 'z;
                            rw <= 'z;
                            addr <= 'z;
                            Q <= Q + 1;
                        end
                        1: begin   
                            if (req_reg != 0) begin
                                reg [1:0] selected_core;
                                selected_core = find_msb(req_reg);
                                grant <= (1 << selected_core);
                                L[selected_core] <= ~L[selected_core];
                            end
                            Q <= Q + 1;
                        end
                        2: begin   
                            if (L[find_msb(grant)] == 1) begin
                                burst <= N;   
                            end else begin
                                burst <= M;   
                            end
                            state <= TRANSFER;
                            Q <= 0;
                        end
                    endcase
                end
                TRANSFER: begin
                    if (Q < (L[find_msb(grant)] ? N : M)) begin
                        L <= L;
                        grant <= grant;
                        rw <= L[find_msb(grant)];
                        addr <= addr + 1;
                        Q <= Q + 1;
                    end else begin
                        if (unload_en && !L[find_msb(grant)]) begin
                            L[find_msb(grant)] <= ~L[find_msb(grant)];
                        end
                        state <= WAIT;
                        Q <= 0;
                    end
                end
                default: state <= RESET;
            endcase
        end
    end
endmodule
File: run.sh
#!/bin/bash
# OpenROAD 26Q1-2900-gdf79404cd8, Yosys 0.63+post, stock flow scripts
make -C /OpenROAD-flow-scripts/flow DESIGN_CONFIG=/design/flow/config.mk WORK_HOME=/design/flow/orfs finish
File: config.mk
export PLATFORM = sky130hd
export DESIGN_NAME = weight_stationary_arbiter
export DESIGN_NICKNAME = weight_stationary_arbiter
export VERILOG_FILES = /design/flow/design.v
export SDC_FILE = /design/flow/constraint.sdc
export NUM_CORES = 4
export LEC_CHECK = 1
export CORE_UTILIZATION = 30
export SYNTH_HDL_FRONTEND = slang
File: constraint.sdc
current_design weight_stationary_arbiter

set clk_period 3.1
set clk_io_pct 0.2

create_clock -name clk0 -period $clk_period [get_ports {clk}]

set non_clock_inputs [all_inputs -no_clocks]
set_input_delay [expr $clk_period * $clk_io_pct] -clock clk0 $non_clock_inputs
set_output_delay [expr $clk_period * $clk_io_pct] -clock clk0 [all_outputs]
==> out/metrics.csv <==
stage,metric,value,unit
yosys,largest_area_cell,sky130_fd_sc_hd__dfrtp_1,
global_route,grt_resource_usage_total,12.2,%
setup_path,cp.required,3.27,ns
floorplan,core_region_area,0.00475,mm^2
yosys,area_leaders,"sky130_fd_sc_hd__dfrtp_1 47%, sky130_fd_sc_hd__ha_1 4.2%, sky130_fd_sc_hd__buf_4 4.0%",
route,diodes,0,
yosys,enable_flop_cells,0,
floorplan,ios,25,
layout,area_growth,19.4,%
yosys,flop_cell,sky130_fd_sc_hd__dfrtp_1,
cts,cts_sinks,29,
cts,cts_setup_buffers,0,
timing,layout_min_cycle_time,1.93,ns
timing,final_min_period_over_clock_period,62.3,%
pwr,p_leak,0.767,nW
floorplan,die_width,72.5,um
cts,clock_insertion_delay_worst_skew,0.28,ns
global_route,grt_start_max_net_pins,30,
timing,max_slew.worst_pin.slew,0.535,ns
yosys,synth_largest_type_area_fraction,47.0,%
layout,fillerInstances,476,
job,stage_log_warnings,28,
cts,htree_levels,2,
yosys,post_synthesis_mean_instance_area,10.6,um^2
setup_path,worstPathMaxFanout,8,
route,drt_iter0_drc,35,
min_path,worst_hold_path_type,reg2reg,
timing,final-max-slew-violation-count,0,
route,drt_via_density,4.81,
cts,path_clk_slew,0.06,ns
yosys,synth_cells,141,
cts,cts_buffers,5,
setup_path,max_stage_delay,0.58,ns
global_route,globalRoute.totalOverflow,0,
cts,worst_case_clock_buffer_depth,2,
timing,max_freq,0.518,GHz
pwr,power_dens_cells,906,mW/mm^2
cts,cts-resized-gates,0,
job,max-cap-violations,0,
setup_path,critical_path.slowest_cell,sky130_fd_sc_hd__or4_4,
global_route,grt_antenna_before_repair,0,
setup_path,start_kind,flop,
placed_design,place.port_buffers,16,
layout,reg.largest.list,"Q (6), addr (6)",
global_route,grt_pass1_wl,4840,um
pwr,vdd_drop_max,0.495,mV
route,detail_route.drc_violations,0,
placed_design,gp_routability_congestion,0.841,
global_route,grt_pass1_vias,1076,
yosys,post_synth_num_cell_types,42,
route,vias,1101,
cts,cts-root-buf,sky130_fd_sc_hd__clkbuf_8,
timing,largest_clock_skew_in_the_final_design,0.00312,ns
floorplan,initial_core_util,31.4,%
yosys,ys_top_cells_by_count,"28 x sky130_fd_sc_hd__dfrtp_1, 13 x sky130_fd_sc_hd__nand2_1, 9 x sky130_fd_sc_hd__inv_1, 8 x sky130_fd_sc_hd__buf_4, 8 x sky130_fd_sc_hd__o21ai_0",
yosys,synth_area,0.00149,mm^2
yosys,ys_cells,141,
route,routed_wirelength,2780,um
yosys,post-synth-top-count-cell,sky130_fd_sc_hd__dfrtp_1,
setup_path,end_kind,flop,
setup_path,criticalPathCategory,reg2reg,
yosys,synth.yosys.warnings,14,
timing,final-hold-violation-count,0,
yosys,synth-area-yosys,0.00149,mm^2
timing,final-setup-viol-count,0,
cts,ctsHoldBuffers,0,
route,ant_nets,0,
floorplan,placementRows,25,
yosys,synth-async-reset-ratio,100,%
route,detail_route.wl_per_cell,12.1,um
yosys,yosys_register_bits,29,
placed_design,half_perimeter_wire_length_of_the_detailed_placement_result,2040,um
layout,final_layout_size_suffix_gt1_share,11.1,%
timing,setup_total_negative_slack,0,ns
route,drt_first_pass_iters,4,
setup_path,timing.critical_path.cells,or4_4 -> o32ai_4 -> mux2_2,
run_status,outcome,"finished, final reports clean",
layout,finalCoreUtilization,37.4,%
yosys,ys_seq_share,48.7,%
floorplan,die_h,72.5,um
timing,grt_setup_unrepaired,no,
cts,cts_tree,built,
timing,slew_margin_rel,63.8,%
setup_path,cp_data_arrival_time,2.10,ns
floorplan,chip_area,0.00526,mm^2
-- power by group --
| part | total (mW) | switching [mW] | internal, mW |
|---|---|---|---|
| registers | 0.664 | 0.154 | 0.510 |
| logic | 0.655 | 0.291 | 0.364 |
| clock network | 0.294 | 0.139 | 0.155 |
| total | 1.61 | 0.584 | 1.03 |
-- critical path: cells and delay by family, from the launching register on --
| family | cells | cell delay (ns) |
|---|---|---|
| mux | 1 | 0.38 |
| flops | 1 | 0.43 |
| simple gates | 1 | 0.58 |
| compound gates | 1 | 0.43 |
-- metrics by stage --
step / hold slack [ns] / setup WS (ns) / total power, mW / std cells / cell area, um^2
finish: 0.472 / 1.17 / 1.61 / 229 / 1780
global route: 0.493 / 0.978 / 1.75 / 229 / 1780
CTS: 0.478 / 1.16 / 1.62 / 229 / 1780
detailed placement: 0.470 / 1.17 / 1.32 / 221 / 1700
global placement: 0.461 / 1.21 / 1.30 / 221 / 1700
floorplan: 0.424 / 1.26 / 1.09 / 149 / 1520
-- logic make-up after synthesis --
logic type / synth area share (%)
buffers and inverters: 7.30
AND-OR/OR-AND: 16.3
AND/OR/NAND/NOR: 15.9
other: 0.251
multiplexers: 4.36
XOR/XNOR: 2.94
flip-flops: 48.7
adder cells (fa/ha/maj): 4.19
-- final cells by class --
type | instances | area (um^2) | area share, %
clock buffers | 6 | 72.6 | 4.08
clock inverters | 2 | 10.0 | 0.562
inverters | 9 | 33.8 | 1.90
multi-input cells | 99 | 686 | 38.5
flip-flops and latches | 29 | 727 | 40.8
well taps | 67 | 83.8 | 4.71
repair buffers | 17 | 168 | 9.42
-- final timing paths --
check                        start          to  slack (ns)  depth (start not counted)
hold reg to reg            addr[5]     addr[5]        0.47                          1
setup reg to reg              Q[2]     addr[1]        1.17                          3
setup / recovery              Q[2]     addr[1]        1.17                          3
min in group asynchronous    reset  req_reg[2]        0.71                          3
hold / removal             addr[5]     addr[5]        0.47                          1
max in group asynchronous    reset    state[0]        2.09                          3
-- cell usage in the layout, fill, tap and decap left out, types with 4 or more instances in the layout --
master / count
sky130_fd_sc_hd__clkbuf_8: 5
sky130_fd_sc_hd__clkdlybuf4s50_1: 16
sky130_fd_sc_hd__conb_1: 9
sky130_fd_sc_hd__dfrtp_1: 28
sky130_fd_sc_hd__ha_1: 5
sky130_fd_sc_hd__inv_1: 9
sky130_fd_sc_hd__mux2_2: 4
sky130_fd_sc_hd__nand2_1: 13
sky130_fd_sc_hd__nand3_1: 4
sky130_fd_sc_hd__nor2_1: 6
sky130_fd_sc_hd__o21ai_0: 8
sky130_fd_sc_hd__xnor2_1: 4
-- per-layer routing --
layer / global-route usage, % / routed length (um) / share of wire (%) / up-vias
li1: - / - / - / 527
met1: 17.0 / 1280 / 46 / 534
met2: 18.5 / 1240 / 45 / 34
met3: 5.63 / 208 / 7.5 / 6
met4: 1.53 / 48 / 1.7 / 0
met5: 0 / 0 / 0 / -
No activity file was given, so power comes from the tool's default toggle rates.
